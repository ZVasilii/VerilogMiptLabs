$ cat /design/flow/run.sh
#!/bin/bash
# OpenROAD 26Q1-2900-gdf79404cd8, Yosys 0.63+post, stock flow scripts
make -C /OpenROAD-flow-scripts/flow DESIGN_CONFIG=/design/flow/config.mk WORK_HOME=/design/flow/orfs finish
$ cat /design/flow/config.mk
export PLATFORM = sky130hd
export DESIGN_NAME = ReverseCntr
export DESIGN_NICKNAME = ReverseCntr
export VERILOG_FILES = /design/flow/design.v
export SDC_FILE = /design/flow/constraint.sdc
export NUM_CORES = 4
export LEC_CHECK = 1
export CORE_AREA = 10 10 70 70
export DIE_AREA = 0 0 80 80
$ cat /design/flow/constraint.sdc
current_design ReverseCntr

set clk_period 1.8
set clk_io_pct 0.2

create_clock -name clk0 -period $clk_period [get_ports {clk}]

set non_clock_inputs [all_inputs -no_clocks]
set_input_delay [expr $clk_period * $clk_io_pct] -clock clk0 $non_clock_inputs
set_output_delay [expr $clk_period * $clk_io_pct] -clock clk0 [all_outputs]
$ cat /design/flow/design.v
module GrayCntr( input clk, output wire [3:0] Q,
                   input ce, output wire CEO,
                   input r,
                   output wire TC);
reg [4:0]q = 0;
assign TC = (q[4:0]==((1<<4) | 1)) ;
assign CEO = ce & TC ;
assign Q = q[4:1] ;
always @ (posedge clk) begin
q[0] <= (r | CEO)? 0 : ce? !q[0]: q[0];
q[1] <= (r | CEO)? 0 : ((q[0]==0) & ce)? !q[1] : q[1];
q[2] <= (r | CEO)? 0 : ((q[1:0]==((1<<1) | 1)) & ce)? !q[2] : q[2] ;
q[3] <= (r | CEO)? 0 : ((q[2:0]==((1<<2) | 1)) & ce)? !q[3] : q[3] ;
q[4] <= (r | CEO)? 0 : ((q[3:0]==((1<<3) | 1)) & ce)? !q[4] : q[4] ;
end
endmodule
module DecadeCntr ( input clk, output wire TC,
                input ce, output wire CEO,
                input r, input up,
                output reg[3:0] Q );
assign TC = (Q==9) ;
assign CEO = ce & TC ;
always @ (posedge clk) begin
Q <= (r | CEO)? 0 : ce? Q+1 : Q ;
end
endmodule
module JohnsonCntr (input ce, output wire TC,
                input clk, output wire CEO,
                input R, output reg[3:0] Q = 0);
assign TC = (Q==(1<<4)-1) ;
assign CEO = ce & TC ;
always @ (posedge clk) begin
Q <= R? 0 : ce? Q<<1 | !Q[3] : Q ;
end
endmodule
module ReverseCntr(input ce,
                output reg [4-1:0] Q =0,
                input up,
                output wire CEO,
                input [4-1:0] di,
                output wire TC,
                input L,
                input clk,
                input clr);
assign TC = up? (Q==(1<<4)-1) : (Q==0) ;
assign CEO = ce & TC ;
always @ (posedge clr or posedge clk) begin
if (clr) Q <= 0;
else Q <= L? di : (up & ce)? Q+1 : (!up & ce)? Q-1 : Q ;
end
endmodule
==> qor.csv <==
stage,metric,value,unit
die,chipWidth,80,µm
synthesis,synthAoiAreaFrac,13.2,%
final_timing,timing.final.crit_period,1.85,ns
global_routing,grt.met3_usage,2.95,%
power_and_ir_drop,power.combinational.fraction,44.7,%
worst_hold_path,hold_class,input port to asynchronous set/reset pin,
final_timing,timing_max_transition_violations_final,0,
power_and_ir_drop,power,408,µW
clock_network,clock_latency,0.23,ns
synthesis,postSynthCellCount,36,
status,outcome,"finished, violations left",
final_timing,setup_viol,2,
placement,gp_congestion,0.699,
final_timing,grt_setup_unrepaired,true,
synthesis,synthArstFlopShare,100,%
global_routing,groute.layer.met1.usage,4.91,%
synthesis,synthMuxAreaShare,9.06,%
route,via_per_inst,3.27,
synthesis,ys_sh_simple,25.3,%
synthesis,synth.distinct_cells,23,
synthesis,synthTopLogicFamily,simple AND/OR/NAND/NOR gates,
die,dieArea,0.00640,mm²
finish,area.growth.synth_to_final,83.4,%
final_timing,max_slew_margin,81.8,%
synthesis,synth_chip_area,332,µm²
clock_network,clock_tree.root_cell,sky130_fd_sc_hd__clkbuf_4,
placement,post-dp-hpwl,867,µm
die,rows,21,
power_and_ir_drop,vdd.ir_drop.worst,0.214,mV
power_and_ir_drop,seqPwrFrac,28.2,%
route,first_pass_iters,4,
synthesis,synthesis.yosys.warnings,1,
worst_setup_path,path_max_fanout,2,
global_routing,grt_first_pass_wirelength,1690,µm
power_and_ir_drop,clock_power_share,27.1,%
synthesis,syn_area,332,µm²
route,routed_wire_length_per_instance,9.66,µm
global_routing,grt_start_max_net_pins,8,
die,fp.dieH,80,µm
global_routing,busiest_metal_layer_after_global_routing,met1,
power_and_ir_drop,switching_power,118,µW
global_routing,grt_overflow_total,0,
placement,buffer_ports.inserted,14,
finish,largest_reg_flops,4,
clock_network,holdBufCountCts,0,
final_timing,layout_setup_ws,-0.0504,ns
route,drc_errors,0,
final_timing,worst_pin_slew,0.269,ns
route,antenna_cells,0,
final_timing,fin_tns_setup,-0.0845,ns
clock_network,clockBufferDepth,2,
clock_network,cts_max_level,1,
route,drtIter0Drc,21,
placement,worst_slack_at_placement,-0.525,ns
synthesis,postSynthAreaPerCell,9.21,µm²
synthesis,enable_flop_cells,0,
global_routing,grt_pass1_vias,357,
clock_network,clkSinkCount,4,
final_timing,fin_skew,0.00112,ns
finish,comb_area,220,µm²
route,wirelength,1020,µm
synthesis,yosys_most_used_dff,sky130_fd_sc_hd__dfrtp_1,
synthesis,synth_xor_xnor_area_share,5.28,%
die,top_level_ports,15,
final_timing,fmaxAchievable,540,MHz
synthesis,top_area_cell,sky130_fd_sc_hd__dfrtp_1,
finish,layout.filler_cells,397,
global_routing,global_route.usage.total,3.30,%
synthesis,yosys.stat.seqShare,30.2,%
final_timing,timing_hold_violations_final,0,
finish,reg.largest.list,Q: 4 flops,
clock_network,cts_tree,yes,
global_routing,use_met2,3.29,%
worst_setup_path,required,1.44,ns
global_routing,antenna_found_initial,0,
worst_setup_path,timing.setup.critical_path_class,register to output pin,
die,area_of_the_placeable_core,0.00342,mm²
power_and_ir_drop,p_leak,0.258,nW
synthesis,synthDominantCellAreaShare,30.2,%
power_and_ir_drop,p_sw_share,28.8,%
finish,drive_above_1_share,23.3,%
final_timing,min_period_over_period,103,%
status,violations,negative setup slack,
worst_setup_path,timing.critical_path.to_type,output pin,
clock_network,number_of_buffers_added_by_the_clock_tree_synthesis_step,3,
synthesis,numSynthFlops,4,
power_and_ir_drop,internal_power,291,µW
flow_run,max_cap_viol_count,0,
synthesis,area_leaders,"sky130_fd_sc_hd__dfrtp_1 30%, sky130_fd_sc_hd__mux2i_1 9.1%, sky130_fd_sc_hd__ha_1 7.5%, sky130_fd_sc_hd__fa_1 6.0%, sky130_fd_sc_hd__o21ai_0 4.5%",
clock_network,cts.clk_slew.worst_paths,0.04,ns
synthesis,synthAdderAreaFrac,13.6,%
die,fp_util,9.71,%
worst_setup_path,cp_data_arrival_time,1.49,ns
power_and_ir_drop,power-per-cell-area,671,mW/mm²
worst_setup_path,startpoint_type,register,
finish,max_flop_register,Q,
route,detail-route-antenna-nets,0,
finish,flop_area,100,µm²
synthesis,ys_cells,36,
route,via_count,347,
flow_run,total_number_of_warnings_across_the_stage_logs,27,
[metrics by stage]
stage	util, %	hold WS, ns	instance area (µm²)	cells
6_report	17.8	0.307	608	106
5_1_grt	17.8	0.303	608	106
4_1_cts	17.4	0.303	594	105
3_5_place_dp	17.0	0.556	582	102
3_3_place_gp	17.0	0.571	582	102
2_1_floorplan	-	0.126	332	36
[final cells by class]
cell class | instances | area share [%]
Sequential cell | 4 | 16.5
Clock buffer | 3 | 3.70
Timing Repair Buffer | 23 | 33.5
Tap cell | 46 | 9.47
Multi-Input combinational cell | 29 | 36.2
Inverter | 1 | 0.617
[critical path: stages, from the launching register on]
cell and delay (ns):
sky130_fd_sc_hd__dfrtp_1 0.37, sky130_fd_sc_hd__or4_1 0.49, sky130_fd_sc_hd__mux2i_1 0.17, sky130_fd_sc_hd__and2_1 0.14, sky130_fd_sc_hd__buf_2 0.09
[routing by layer]
metal	vias to the layer above	wire length, µm
li1	182	-
met1	149	535
met2	16	309
met3	0	179
met4	0	0
met5	-	0
[power by group through the flow]
stage,clock [mW],combinational (mW),sequential (mW)
after global routing,0.130,0.209,0.116
after CTS,0.117,0.179,0.115
final,0.111,0.182,0.115
[cells in the mapped netlist (2+ instances only)]
| master | n |
|---|---|
| sky130_fd_sc_hd__dfrtp_1 | 4 |
| sky130_fd_sc_hd__mux2i_1 | 3 |
| sky130_fd_sc_hd__nand3_1 | 2 |
| sky130_fd_sc_hd__o21ai_0 | 3 |
| sky130_fd_sc_hd__ha_1 | 2 |
| sky130_fd_sc_hd__nand2_1 | 4 |
| sky130_fd_sc_hd__clkbuf_1 | 2 |
[final timing paths]
path	cells after the start	slack [ns]	start	to
setup reg to reg	6	0.24	Q[0]$_DFFE_PP0P_	Q[2]$_DFFE_PP0P_
min in group clk0	3	0.69	di[1]	Q[1]$_DFFE_PP0P_
setup / recovery	4	-0.05	Q[0]$_DFFE_PP0P_	CEO
hold reg to reg	3	0.69	Q[2]$_DFFE_PP0P_	Q[2]$_DFFE_PP0P_
hold / removal	2	0.31	clr	Q[2]$_DFFE_PP0P_
max in group asynchronous	2	1.34	clr	Q[1]$_DFFE_PP0P_
[cells by family (layout without fill, tap and decap cells)]
family,after synthesis,in the layout
AND/OR/NAND/NOR,14,14
buffers and inverters,3,27
flip-flops,4,4
XOR/XNOR,2,2
multiplexers,3,3
adder cells (fa/ha/maj),3,3
AND-OR/OR-AND,7,7
[layout by cell type (no fill, tap or decap)]
cell type / n
sky130_fd_sc_hd__clkdlybuf4s50_1: 11
sky130_fd_sc_hd__buf_4: 9
sky130_fd_sc_hd__dfrtp_1: 4
sky130_fd_sc_hd__nand2_1: 4
sky130_fd_sc_hd__mux2i_1: 3
sky130_fd_sc_hd__o21ai_0: 3
sky130_fd_sc_hd__clkbuf_4: 3
sky130_fd_sc_hd__nand3_1: 2
sky130_fd_sc_hd__ha_1: 2
sky130_fd_sc_hd__xor2_1: 1
sky130_fd_sc_hd__xnor2_1: 1
sky130_fd_sc_hd__or4_1: 1
sky130_fd_sc_hd__nand4_1: 1
sky130_fd_sc_hd__and2_1: 1
sky130_fd_sc_hd__inv_1: 1
sky130_fd_sc_hd__a21oi_1: 1
sky130_fd_sc_hd__nor4bb_1: 1
sky130_fd_sc_hd__nor3b_1: 1
sky130_fd_sc_hd__o2bb2ai_1: 1
sky130_fd_sc_hd__nor4b_1: 1
sky130_fd_sc_hd__and3b_1: 1
sky130_fd_sc_hd__o211ai_1: 1
sky130_fd_sc_hd__nor2_1: 1
sky130_fd_sc_hd__a22oi_1: 1
sky130_fd_sc_hd__fa_1: 1
sky130_fd_sc_hd__clkdlybuf4s15_1: 1
sky130_fd_sc_hd__buf_6: 1
sky130_fd_sc_hd__buf_2: 1
[timing repair]
action,CTS,global route
setup buffers,0,1
gates resized,8,1
hold endpoints to repair,0,0
endpoints found under the setup margin,2,2
pin swaps,2,0
No activity file was given, so power comes from the tool's default toggle rates.

==> /design/flow/run.sh <==
#!/bin/bash
# OpenROAD 26Q1-2900-gdf79404cd8, Yosys 0.63+post, stock flow scripts
make -C /OpenROAD-flow-scripts/flow DESIGN_CONFIG=/design/flow/config.mk WORK_HOME=/design/flow/orfs finish
==> /design/flow/config.mk <==
export PLATFORM = sky130hd
export DESIGN_NAME = VCGrey4Re
export DESIGN_NICKNAME = VCGrey4Re
export VERILOG_FILES = /design/flow/design.v
export SDC_FILE = /design/flow/constraint.sdc
export NUM_CORES = 4
export LEC_CHECK = 1
export CORE_AREA = 10 10 70 70
export DIE_AREA = 0 0 80 80
==> /design/flow/constraint.sdc <==
current_design VCGrey4Re

set clk_period 1.7
set clk_io_pct 0.2

create_clock -name clk0 -period $clk_period [get_ports {clk}]

set non_clock_inputs [all_inputs -no_clocks]
set_input_delay [expr $clk_period * $clk_io_pct] -clock clk0 $non_clock_inputs
set_output_delay [expr $clk_period * $clk_io_pct] -clock clk0 [all_outputs]
==> /design/flow/design.v <==
module VCGrey4Re( input clk, output wire [3:0] Q,
                   input ce, output wire CEO,
                   input r,
                   output wire TC);
reg [4:0]q = 0;
assign TC = (q[4:0]==((1<<4) | 1)) ;
assign CEO = ce & TC ;
assign Q = q[4:1] ;
always @ (posedge clk) begin
q[0] <= (r | CEO)? 0 : ce? !q[0]: q[0];
q[1] <= (r | CEO)? 0 : ((q[0]==0) & ce)? !q[1] : q[1];
q[2] <= (r | CEO)? 0 : ((q[1:0]==((1<<1) | 1)) & ce)? !q[2] : q[2] ;
q[3] <= (r | CEO)? 0 : ((q[2:0]==((1<<2) | 1)) & ce)? !q[3] : q[3] ;
q[4] <= (r | CEO)? 0 : ((q[3:0]==((1<<3) | 1)) & ce)? !q[4] : q[4] ;
end
endmodule
==> out/writeup.txt <==
The mean routed wirelength per cell works out to 7.67 um. After its last routability iteration, the placer logged a weighted congestion of 0.684. Part of the total power dissipated in sequential elements: 0.385. The run finished with clean final reports. The tool warning count for the run is 25. After synthesis the cells add up to 253 sq um. For the global-route wire length before repair, the log shows 1100 um.

With the yosys synthesis warning count at 1, the minimum period implied by the final worst setup slack is 1.62 ns. For this block, the via count after detailed routing is 246. The run gives 0.849 for the headroom to the max-slew limit. In this run the worst hold path is classified as reg2reg.

The tools report the number of antenna violations at the first check in global routing as 0. The horizontal die dimension works out to 80 um. Per STA, the highest per-stage delay on the worst path measures 0.29 ns.

The clock latency on the worst-skew pair is 0.25 ns, and the layout-stage area growth over the synthesis result is 92.6%. Per the placement log, port buffering inserted 8 buffers. The run gives 0.0740 as the starting utilization of the core area. Setup repair after global routing left no endpoint under its margin.

Dividing total power by cell area gives a power density of 704 nW/um^2. The run gives 6400 sq um for the area enclosed by the die boundary. Clock tree buffer depth: 2. The met2 wirelength from detailed routing came out at 238 um. The global-route congestion overflow total was 0; the per-cell via count in the routed design was 2.67.

STA classifies the critical path startpoint as an input pin. The kind of end point of the critical path was a primary output. In this run the vertical extent of the chip is 80 um. Static timing analysis puts the maximum clock frequency at 0.619 GHz. For this run, the chip area from Yosys synthesis comes to 253 sq um. The run gives 0.0230 for the total routing usage reported by global routing.

The register with the most flip-flops in the layout has 5 of them. Once detailed placement completed, the half-perimeter wirelength came to 499 um. The internal portion of the total power is 0.260 mW. The measured slew at the worst slew-check pin is 0.226 ns. CTS placed an instance of clkbuf_4 at the clock tree root. The largest register by flop count is q.

The tools report the total setup violations reported at the end of the flow as 0. Total of flip-flops plus latches after synthesis: 5. Slowest stage cell on the critical path: clkdlybuf4s15_1.

The largest registers in the layout are q (5). The post-layout utilization of the core is 0.142. Buffers inserted during clock tree synthesis total 3. Across the whole layout, storage elements account for 103 sq um. Counting every sink on the clock net gives 5. For the count of inserted antenna diode cells, the log shows 0. The largest net degree at the start of global routing is 7. Max fanout on the critical path was recorded as 5.

The share of layout cells above drive strength 1 is 0.435, and the H-tree depth is 1. Per the final report, max-transition violations number 0. The critical path goes through clkdlybuf4s15_1, nand3_2, buf_4, nor3b_2, dlygate4sd2_1. The post-synthesis average cell area works out to 9.36 sq um. The core outline area is 3420 sq um.

In the layout the commonest cells are 11 x buf_4, 5 x clkdlybuf4s50_1, 4 x nor2_1, 3 x clkbuf_4, 3 x dfxtp_1. Data on the critical path arrives at its endpoint at 1.28 ns. Nets still carrying antenna violations after routing amount to 0. The wire length on met3 is 169 um.

The run gives 0.407 for the part of the total power dissipated in the clock network. The worst setup path is of the in2out kind. For this run, design rule violations remaining after detail routing come to 0. The final setup skew is 0.00471 ns, and the number of hold buffers added after cts is 0.

With the number of global-route vias before repair at 261, the number of fill cells in the layout is 396. Highest routing layer actually used: met3. The run gives 0.240 for the fraction of power spent switching nets. The run gives 0.208 as the proportion of power drawn by combinational gates. TritonCTS built the clock tree.

The post-CTS clock slew at the launch and capture registers of the worst setup and hold paths is 0.05 ns, and the peak supply drop is 0.000397 V. The number of cells reported by Yosys stat comes to 27. The overall routed net length came out at 706 um. The library cell used most frequently in the layout, excluding fill and tap cells, is buf_4. Hold is met by 0.528 ns.

With the first-pass detailed-route iteration total at 2, the tally of unique sky130hd cells used after synthesis is 13. Summing all multi-input logic gate instances after layout gives 140 sq um. The sequential fraction of the synthesis area was 0.396; the reported max-cap violation count was 0.

The leakage component of the power was reported as 0.190 nW. Once iteration 0 of detailed routing completed, the report listed 8 DRC markers. The power report puts the net switching power at 0.0824 mW. During I/O placement, the number of pins put on the boundary was 9. The floorplan has 21 rows.

The run gives 1.36 ns as the required time of the worst setup path. The met1 routed wirelength after detailed routing was 298 um; the post-route clock period utilization was 0.950. Post-synthesis instance total: 27.

The final hold violation count recorded for this run is 0.
[critical path: cells and delay by family]
kind | cells | cell delay, ns
AND/OR/NAND/NOR | 2 | 0.28
buffers and inverters | 3 | 0.65
[through the flow]
step / setup WS (ns) / power [mW] / TNS, ns / instances / cell area, sq um
2_1_floorplan: 0.693 / 0.156 / 0 / 27 / 253
3_3_place_gp: -0.381 / 0.181 / -0.381 / 81 / 390
3_5_place_dp: -0.400 / 0.182 / -0.400 / 81 / 390
4_1_cts: 0.0204 / 0.347 / 0 / 92 / 485
5_1_grt: 0.0139 / 0.367 / 0 / 92 / 487
6_report: 0.0848 / 0.343 / 0 / 92 / 487
[worst paths after layout]
path	startpoint	endpoint	slack, ns	cells after the start
worst max register to register	q[2]	q[4]	0.13	10
worst min-delay path	q[4]	q[4]	0.53	2
worst min register to register	q[4]	q[4]	0.53	2
worst max-delay path	ce	CEO	0.08	5
[logic make-up (layout without fill, tap and decap cells)]
kind of cell,after synthesis,in the layout,synth area share
xor gates and xnor gates,4,4,0.139
DFF,5,5,0.396
muxes,1,1,0.0396
and+or+nand+nor,13,13,0.307
buffers and inverters,4,23,0.119
[power by group through the flow]
stage / registers, mW / logic, mW / clock network [mW]
5_1_grt: 0.132 / 0.0774 / 0.157
4_1_cts: 0.131 / 0.0718 / 0.144
6_report: 0.132 / 0.0711 / 0.140
[area by class of cell]
class | instances | share of cell area
timing repair buffer | 19 | 0.329
tap | 46 | 0.118
sequential | 5 | 0.211
multi-input combinational | 18 | 0.288
clock buffer | 4 | 0.0540
[cells in the mapped netlist]
cell / n / share of area
xnor2_1: 2 / 0.069
nand2b_1: 1 / 0.025
nand3_1: 2 / 0.040
nor2b_1: 1 / 0.025
nor2_1: 5 / 0.074
nor3b_1: 1 / 0.030
or3b_1: 1 / 0.035
mux2i_1: 1 / 0.040
xor2_1: 2 / 0.069
nand4b_1: 1 / 0.035
dfxtp_1: 5 / 0.40
buf_4: 4 / 0.12
and4b_2: 1 / 0.045
[routing by layer]
layer  track usage  vias up
li1              -      123
met1        0.0227      112
met2        0.0289       11
met3        0.0307        0
met4       0.00352        0
met5             0        -
[repair_timing]
item,4_1_cts,5_1_grt
gates resized,9,1
pin swaps,3,1
endpoints found under the setup margin,2,1
buffers inserted,7,1
gates cloned,0,0
No activity file was given, so power comes from the tool's default toggle rates.
